### design/flow/config.mk
export PLATFORM = sky130hd
export DESIGN_NAME = brute_force_matcher_perf_counter
export DESIGN_NICKNAME = brute_force_matcher_perf_counter
export VERILOG_FILES = /design/flow/design.v
export SDC_FILE = /design/flow/constraint.sdc
export NUM_CORES = 4
export LEC_CHECK = 1
export CORE_UTILIZATION = 50
### design/flow/constraint.sdc
current_design brute_force_matcher_perf_counter

set clk_period 8.1
set clk_io_pct 0.2

create_clock -name clk0 -period $clk_period [get_ports {clk}]

set non_clock_inputs [all_inputs -no_clocks]
set_input_delay [expr $clk_period * $clk_io_pct] -clock clk0 $non_clock_inputs
set_output_delay [expr $clk_period * $clk_io_pct] -clock clk0 [all_outputs]
### design/flow/design.v
`timescale 1ns/1ps
module brute_force_matcher_perf_counter(
clk,
rst,
enable,
initialize,
stop_count,
count
);
input clk;
input rst ;
input enable ;
input initialize;
input stop_count;
output reg [31:0] count;
reg stop_count_flag;
reg [31:0] count_i;
always @(posedge clk)
begin
  if( rst== 1'b1) begin 
    count_i <= 0;
    count   <= 0;
    stop_count_flag <= 1'b0;
  end else begin 
    if(enable == 1'b1) begin
      if( initialize == 1'b1) begin 
        count_i <=0;
        stop_count_flag <= 1'b0;        
      end else begin 
        if(stop_count_flag == 1'b0) begin
          if( stop_count == 1'b1 ) begin
            count_i <= count_i;
            count   <= count_i;
            stop_count_flag <= 1'b1;
          end else
            count_i <= count_i +1 ;
        end 
      end
    end else 
      count_i <=0;
  end  
end  
endmodule 
### design/flow/run.sh
#!/bin/bash
# OpenROAD 26Q1-2900-gdf79404cd8, Yosys 0.63+post, stock flow scripts
make -C /OpenROAD-flow-scripts/flow DESIGN_CONFIG=/design/flow/config.mk WORK_HOME=/design/flow/orfs finish
==> run summary <==
The synthesis and PnR run went through. Detailed-route DRC error count landed at 0. Across all checked pins, the minimum headroom to the slew limit is 50.30%. Global routing usage summed across all routing layers landed at 22.35%. In the final run the clock tree shows a worst skew of 9.002 ps. Looking at the critical path, the single cell with the biggest stage delay is sky130_fd_sc_hd__or4_1.

Once detail routing completed, the nets flagged for antenna violations numbered 0. For the worst-skew pair, the clock arrives at the later sink with an insertion delay of 330 ps. Number of levels the H-tree was split into landed at 3. The finished layout holds 433 standard cells, fillers aside. First-pass GRT wire length landed at 9.494 mm. Yosys stat chip area landed at 2689 um2.

Ratio of total power to cell area landed at 189.9 nW/um2. The most critical hold endpoint after final layout shows a slack of 453.0 ps. Summed over all layers, the global routing overflow is 0. I/O pin total landed at 37. Die footprint landed at 5675 um2.

The most frequently used library cell after synthesis is sky130_fd_sc_hd__nand2_1. Horizontal die dimension landed at 75.33 um. Maximum root-to-sink buffer count landed at 2. STA puts the critical path data required time at 8350 ps. By area the synthesized netlist is led by sky130_fd_sc_hd__dfxtp_1 (48%), sky130_fd_sc_hd__nand2_1 (11%), sky130_fd_sc_hd__a21oi_1 (9.5%). Core footprint landed at 5140 um2.

The capture point of the critical path was reported as count_i[29]$_SDFFE_PP0P_. Per the final report, max-transition violations number 0. Note that the worst hold path type here is flip-flop to flip-flop. The worst setup path is captured at a flip-flop. For this run, asynchronously set or reset flops after synthesis account for 0%. Post-synth tally of flip-flops with integrated enable landed at 0. Proportion of netlist area held by the largest area contributor landed at 48.39%. TritonRoute output was used to compute an average wire per cell of 12.92 um. In this run, post-CTS repair resized a total of 0 instances. Logic depth of the worst register-to-register path landed at 4. Post-route clock period utilization landed at 42.99%. Number of sinks driven by the clock tree landed at 65. The launch point of the worst register-to-register path is recorded as count_i[3]$_SDFFE_PP0P_.

Post-synthesis instance area landed at 2689 um2. Number of placed instances with taps included landed at 417. According to the dpl log, the detail-placed design has an HPWL of 3.523 mm. Warning total across the stage logs landed at 26. The share of the core area taken by cells at floorplan is 52.31%. Violation count after the first detailed-routing iteration landed at 141. Transition time of the tightest slew-check pin landed at 745.5 ps. Counting distinct cell types in the post-synthesis netlist gives 38. In this run the layout overhead on the synthesized area is reported as 22.66%. Cells with a size suffix above 1 make up 5.510% of the layout. Initial antenna violation count landed at 0.

CTS placed an instance of sky130_fd_sc_hd__clkbuf_8 at the clock tree root. The routed design shows a via density per instance of 5.418. Count of endpoints failing setup in the final report landed at 0. Largest fanout of any net on the critical path landed at 16. Peak supply drop landed at 0.0001244 V. The synthesis run shows the most used standard cells to be sky130_fd_sc_hd__nand2_1 (80), sky130_fd_sc_hd__dfxtp_1 (65), sky130_fd_sc_hd__a21oi_1 (51). Looking at the post-CTS report, the setup buffer insertion count equals 0. Max-cap violations in this run came to 0. Maximum number of pins on one net before global-route repair landed at 36. Per the detailed-route log, wirelength across all metal layers totals 5.594 mm. The setup path with the least slack is of type primary input to flip-flop. In the synthesized netlist, the number of instances is 328. Final-layout setup total negative slack landed at 0 ps. Count of inserted antenna diode cells landed at 0. Sequential cell area fraction in the yosys report landed at 48.39%. Y dimension of the die landed at 75.33 um. The synthesis report lists the Yosys warning total as 1. In this run the critical register-to-register path is captured at count_i[28]$_SDFFE_PP0P_.

Average cell area after synthesis landed at 8.198 um2. Number of buffers added on ports landed at 36. Largest incremental delay on the critical path landed at 540 ps. Routability-driven placement finished with a final weighted congestion of 0.8246. The worst setup path is launched from a primary input. In this run the critical path is formed by clkdlybuf4s50_1 > or3b_1 > or2_2 > or4_1 > a21oi_1. Across all register-to-register paths, the minimum setup slack is 5710 ps. STA puts the critical path data arrival time at 3740 ps. Setup repair after global routing left no endpoint under its margin. Per STA, the startpoint of the critical path is stop_count. Clock-pin slew was measured on the worst setup and hold paths at 60 ps. Number of rows created at floorplan landed at 26. Per the Yosys statistics, synthesis produced 328 cells. Per the synth stats, the flop cell with the highest instance count is sky130_fd_sc_hd__dfxtp_1. Number of buffers inserted by hold repair at cts landed at 0. Number of failing hold endpoints at the final stage landed at 0. Cells fill 64.17% of the core in the end. The run finished with clean final reports. Counting I/O delays and the setup requirement, the final critical path takes 3482 ps. The number of global-route vias before repair was 2,060.

Achievable clock frequency landed at 287.2 MHz. Total clock buffers created by CTS landed at 9. The biggest area contributor in the post-synthesis netlist is sky130_fd_sc_hd__dfxtp_1.

Count of state elements after synthesis landed at 65. TritonCTS built the clock tree. Iteration tally of the first detailed-router pass landed at 4. The final route contains 2,346 vias. The power report puts the leakage power at 1.006 nW.
[worst min-delay path by stage]
stage | from | cells past startpoint | end | slack [ps]
4_1_cts | count[13]$_SDFFE_PP0P_ | 2 | count[13]$_SDFFE_PP0P_ | 450
5_1_grt | count[19]$_SDFFE_PP0P_ | 2 | count[19]$_SDFFE_PP0P_ | 480
6_report | count[27]$_SDFFE_PP0P_ | 2 | count[27]$_SDFFE_PP0P_ | 450
[power by group]
part	switching, W	total, W	internal [W]
Combinational	0.0000108	0.0000155	0.00000475
Sequential	0.000000799	0.000321	0.000320
Clock	0.000117	0.000290	0.000174
Total	0.000128	0.000626	0.000498
[final cells by class]
type	count	area, um2
clock buffers	13	138.9
flip-flops and latches	65	1301
inverters	1	3.754
clock inverters	3	65.06
multi-input cells	241	1311
well taps	70	87.58
fillers	469	1842
repair buffers	40	390.4
[cell families (layout without fill, tap and decap cells)]
family	Yosys count	after routing	synth area share (%)
XOR/XNOR	11	11	3.583
adder cells (fa/ha/maj)	1	1	0.4653
flip-flops	65	65	48.39
AND/OR/NAND/NOR	155	155	28.62
buffers and inverters	22	57	3.396
multiplexers	1	1	0.3723
AND-OR/OR-AND	73	73	15.17
[registers in the layout, indices dropped and copies added, names as in the netlist]
signal / count
stop_count_flag: 1
count_i: 32
count: 32
[worst max-delay path, delay by kind of cell]
| kind | cells | cell delay (ps) |
|---|---|---|
| AOI/OAI and AO/OA | 1 | 150 |
| buffers and inverters | 1 | 510 |
| and+or+nand+nor | 3 | 1460 |
[routing by layer]
layer	part of all wire, %	GRT usage (%)
met5	0	0
met2	45	34.72
met1	50	33.65
met4	1.1	2.263
met3	4.6	6.032
[per-stage QoR]
step	setup WS, ps	cell area (um2)	total power, W
floorplan	4840	2689	0.0003372
CTS	4618	3298	0.0006324
detailed placement	4276	3094	0.0003437
global placement	4316	3094	0.0003435
finish	4618	3298	0.0006264
global route	4498	3298	0.0006496
[placed cells by master, fill, tap and decap left out, types with 7 or more instances in the layout]
master                            instances
sky130_fd_sc_hd__nand3_1                  7
sky130_fd_sc_hd__o31ai_1                 10
sky130_fd_sc_hd__nand4_1                 10
sky130_fd_sc_hd__or4_1                   11
sky130_fd_sc_hd__nor2_1                  14
sky130_fd_sc_hd__a21oi_1                 51
sky130_fd_sc_hd__nand2_1                 80
sky130_fd_sc_hd__clkbuf_8                 9
sky130_fd_sc_hd__dfxtp_1                 65
sky130_fd_sc_hd__clkdlybuf4s50_1         36
Power is estimated from default activity; no workload was simulated.
