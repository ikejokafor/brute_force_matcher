==> /design/flow/design.v <==
`timescale 1ns / 1ns
module SRL_bus  #(
  parameter C_CLOCK_CYCLES   = 1,
  parameter C_DATA_WIDTH     = 32
) (
  clk,
  ce,
  rst,
  data_in,
  data_out
);
  input              clk;
  input              ce;
  input              rst;
  input   [C_DATA_WIDTH - 1:0]   data_in;
  output  [C_DATA_WIDTH - 1:0]   data_out;   
  reg   [C_CLOCK_CYCLES - 1:0]   shift_reg [C_DATA_WIDTH - 1:0];
  integer             srl_index;
  genvar i;
  generate
    for (i=0; i < C_DATA_WIDTH; i=i+1) begin
      always @(posedge clk) begin
        if(rst) begin 
          for (srl_index = 0; srl_index < C_DATA_WIDTH; srl_index = srl_index + 1) begin
            shift_reg[i] = {C_CLOCK_CYCLES{1'b0}};
          end
        end else if(ce) begin
          shift_reg[i] <= {shift_reg[i][C_CLOCK_CYCLES - 2:0], data_in[i]};
        end
      end        
      assign data_out[i] = shift_reg[i][C_CLOCK_CYCLES - 1];
    end
  endgenerate
endmodule          
==> /design/flow/run.sh <==
#!/bin/bash
# OpenROAD 26Q1-2900-gdf79404cd8, Yosys 0.63+post, stock flow scripts
make -C /OpenROAD-flow-scripts/flow DESIGN_CONFIG=/design/flow/config.mk WORK_HOME=/design/flow/orfs finish
==> /design/flow/config.mk <==
export PLATFORM = sky130hd
export DESIGN_NAME = SRL_bus
export DESIGN_NICKNAME = SRL_bus
export VERILOG_FILES = /design/flow/design.v
export SDC_FILE = /design/flow/constraint.sdc
export NUM_CORES = 4
export LEC_CHECK = 1
export CORE_UTILIZATION = 30
==> /design/flow/constraint.sdc <==
current_design SRL_bus

set clk_period 1.0
set clk_io_pct 0.2

create_clock -name clk0 -period $clk_period [get_ports {clk}]

set non_clock_inputs [all_inputs -no_clocks]
set_input_delay [expr $clk_period * $clk_io_pct] -clock clk0 $non_clock_inputs
set_output_delay [expr $clk_period * $clk_io_pct] -clock clk0 [all_outputs]
==> summary.txt <==
run results: Final min period=0.973 ns, final worst path period share=97.3%, number of cells in Yosys stat=135, number of flip-flops in the largest register=32, core outline area=4410 um^2, leakage power figure=0.919 nW, summed instance area of the synthesized netlist=1400 um^2, nature of the critical path startpoint=flop, Post-CTS Hold Fix Bufs=0, Critical Path AT=0.77 ns, ANT cells=0, final tally of max-slew violations=0, register bit count reported by yosys=32, crit-path leading delay family=flip-flops, P_int=2.38 mW, Chip Footprint=4960 um^2, Clk Tree Root Cell=sky130_fd_sc_hd__clkbuf_8, Peak Freq=between 1000 and 1500 MHz, number of enable-type register cells in the synthesized netlist=0, pin count of the biggest net entering global routing=33, antenna violations before repair=0, layout cell share with drive strength beyond 1=~43%, Commonest cells post-synth=sky130_fd_sc_hd__buf_4 (32), sky130_fd_sc_hd__dfxtp_1 (32), sky130_fd_sc_hd__mux2i_1 (32), sky130_fd_sc_hd__nor2_1 (32), synthesis-to-layout area growth=37.9%, slowest stage cell on the critical path=sky130_fd_sc_hd__dfxtp_2, beginning of the worst register-to-register path=shift_reg[23], hold violation total from the final report=0, total setup violations reported at the end of the flow=0, drt initial violations=30, Avg Cell Area, Syn=10.4 um^2, via count of the first global-routing pass=910, total number of warnings across the stage logs=25, Seq/Total Area, Yosys=45.6%, number of standard-cell rows in the floorplan=24, number of search-and-repair iterations in the first detailed-routing pass=2, data required time of the worst path=0.80 ns, remaining number of nets flagged by the antenna check after routing=0, placed instance area=1860 um^2, global-route wire length before repair=4.18 mm, launch instance of the worst min-delay path=ce, count of boundary I/O pins=67, number of instances in the synthesized netlist=135, clk sink count=32, total CTS buffers=5, global route overflow=0, post-detailed-placement half-perimeter wirelength=1.79 mm, total DRC errors in the routed layout=0, die extent in x=70.4 um, Hold WC Path Type=input pin to flop, crit end category=primary output, count of distinct cell types in the synthesized netlist=7, destination of the worst register-to-register timing path=shift_reg[23], post-layout util=43.8%, Routed WL per cell=roughly 11 um, final setup skew=0 ns, power density over the cells=1550 nW/um^2, relative slew slack=between 90% and 100%, Buffers on Ports=between 60 and 70, total length of routed wires=2.52 mm, Yosys Warn Count=34, ys async rst share=0%, maximum clock path buffer count=2, clock latency on the worst-skew pair=between 0.2 and 0.3 ns, Critical Path Fanout Max=2, vias after detailed routing=around 950, Sw Pwr=around 0.62 mW, sequential share of power=46.7%, count of cells along the worst register-to-register path=3, CTS tree=built, largest area contributor in the synthesized netlist=sky130_fd_sc_hd__dfxtp_1, depth of the CTS H-tree=2, tally of max-capacitance violations=0, GRT Resource Usage Total=10.6%, final non-filler cell area=slightly below 2000 um^2, largest stage delay on the critical path=0.33 ns, switching power share of the total=20.7%, chip height=70.4 um, total buffers and inverters traversed by the critical path=1, Via-to-Cell Ratio=about 4.1, terminating pin of the worst hold path=shift_reg[21], synthesis area per yosys=1400 um^2, cell-by-cell listing of the critical path=clkdlybuf4s15_1, floorplan-stage core utilization=between 30% and 40%, instance count after placement with tap cells included=217, clock edge transition at the registers on the reported setup and hold paths=0.07 ns, combinational group share of total power=13.5%, WHS Path Cells=4, start-to-end type of the worst setup path=flop to primary output, outcome=finished clean, internal reg-to-reg setup slack=0.29 ns, largest cells by area after synthesis=sky130_fd_sc_hd__dfxtp_1 (46%), sky130_fd_sc_hd__mux2i_1 (23%), sky130_fd_sc_hd__buf_4 (17%), weighted congestion at the end of routability-driven global placement=0.681, peak ir drop on the vdd network=0.000789 V, transition time of the tightest slew-check pin=0.145 ns, final standard cell count with taps included and fillers excluded=232, Largest type area fraction=a little under half, smallest hold slack=0.416 ns, RSZ-0062 raised after global routing=false, Clock Power Share=39.8%, leading register cell type out of synthesis=sky130_fd_sc_hd__dfxtp_1
==> tightest hold or removal path, delay by kind of cell <==
| family | cells | cell delay (ns) |
|---|---|---|
| buffers and inverters | 2 | 0.30 |
| muxes | 1 | 0.08 |
| and+or+nand+nor | 1 | 0.07 |
==> power groups by stage <==
stage / Combinational [mW] / Clock [mW] / Sequential [mW]
CTS: 0.431 / 1.25 / 1.40
global route: 0.444 / 1.32 / 1.41
finish: 0.405 / 1.20 / 1.40
==> area by class of cell <==
class / count / area, um^2
Clock buffer: 5 / 68.8
Multi-Input combinational cell: 64 / 440
Tap cell: 52 / 65.1
Fill cell: 411 / 2480
Clock inverter: 3 / 42.5
Timing Repair Buffer: 76 / 638
Sequential cell: 32 / 681
==> worst max-delay path by stage <==
stage             endpoint          start  depth (start not counted)
finish        data_out[14]  shift_reg[14]                          1
global route  data_out[14]  shift_reg[14]                          1
CTS           data_out[13]  shift_reg[13]                          1
==> timing repair <==
item                                    in CTS  in global routing
endpoints found under the setup margin      32                 30
hold endpoints to repair                     0                  0
gates resized                               96                 26
buffers inserted                             3                  4
==> cells in the final DEF, fill, tap and decap left out, drive strengths merged <==
| cell | count |
|---|---|
| clkdlybuf4s50 | 33 |
| dfxtp | 32 |
| clkdlybuf4s15 | 6 |
| mux2i | 32 |
| clkinv | 1 |
| clkbuf | 31 |
| clkinvlp | 1 |
| buf | 11 |
| bufinv | 1 |
| nor2 | 32 |
==> logic make-up after synthesis <==
| family | synth area share, % |
|---|---|
| simple gates | 8.56 |
| buf+inv | 23.0 |
| mux | 22.8 |
| flops | 45.6 |
==> metal layers <==
| metal | vias to the layer above | share of wire (%) | wire [um] | track usage, % |
|---|---|---|---|---|
| met5 | - | 0 | 0 | 0 |
| met4 | 0 | 1.5 | 39 | 1.33 |
| met1 | 420 | 46 | 1150 | 15.4 |
| met2 | 35 | 45 | 1130 | 15.9 |
| li1 | 493 | - | - | - |
| met3 | 6 | 8.0 | 202 | 4.09 |
==> per-stage QoR <==
| stage | worst slack (ns) | setup TNS, ns | power, mW |
|---|---|---|---|
| 6_report | 0.0274 | 0 | 3.01 |
| 5_1_grt | 0.000756 | 0 | 3.17 |
| 2_1_floorplan | 0.207 | 0 | 1.67 |
| 3_5_place_dp | -0.102 | -2.96 | 1.87 |
| 4_1_cts | 0.00675 | 0 | 3.09 |
| 3_3_place_gp | -0.0842 | -2.57 | 1.86 |
Power is estimated from default activity; no workload was simulated.
