==> flow/design.v <==
`timescale 1ns / 1ns
module address_incrementer
(
 input clk,
 input rst,
 input              initialize,           
 input       [63:0] initialize_address,   
 input       [35:0] initialize_length,    
 input              initialize_complete,  
 input              transfer_parameters_update,   
 input       [35:0] transfer_parameters_size,     
 output reg  [63:0] transfer_parameters_address,  
 output reg  [35:0] transfer_parameters_length,   
 output reg         transfer_parameters_valid,
 output reg         transfer_parameters_complete  
);
 reg  [35:0] transfer_parameters_size_r;
 reg  [2:0]  increment_seq;
 reg         carry;
 always @(posedge clk)
 begin
  if (rst | initialize)
  begin
   transfer_parameters_address  <= initialize_address;
   transfer_parameters_length   <= initialize_length;
   transfer_parameters_valid    <= initialize;
   transfer_parameters_complete <= initialize_complete;
   increment_seq                <= 3'b000;
  end
  else
  begin
   case (increment_seq)
    3'b000 :
     begin
      if (transfer_parameters_update)
      begin
       transfer_parameters_size_r    <= transfer_parameters_size;
       transfer_parameters_valid     <= 1'b0;
       carry          <= 1'b0;
       increment_seq  <= 3'b001;
      end
     end
    3'b001 : 
     begin
      {carry,transfer_parameters_address[15:0]}  <= transfer_parameters_address[15:0] + transfer_parameters_size_r[15:0] + {15'b0,carry};
      increment_seq  <= 3'b010;
     end
    3'b010 :
     begin
      {carry,transfer_parameters_address[31:16]}  <= transfer_parameters_address[31:16] + transfer_parameters_size_r[31:16] + {15'b0,carry};
      increment_seq  <= 3'b011;
     end
    3'b011 :
     begin
      {carry,transfer_parameters_address[47:32]}  <= transfer_parameters_address[47:32] + {12'b0,transfer_parameters_size_r[35:32]} + {15'b0,carry};
      increment_seq  <= 3'b100;
     end
    3'b100 :
     begin
      {carry,transfer_parameters_address[63:48]}  <= transfer_parameters_address[63:48] + {15'b0,carry};
      transfer_parameters_valid      <= 1'b1;
      transfer_parameters_length     <= transfer_parameters_length - transfer_parameters_size_r;
      transfer_parameters_complete   <= (transfer_parameters_length <= transfer_parameters_size_r) ? 1'b1 : 1'b0;
      increment_seq  <= 3'b000;
     end
   endcase
  end
 end
endmodule
==> flow/run.sh <==
#!/bin/bash
# OpenROAD 26Q1-2900-gdf79404cd8, Yosys 0.63+post, stock flow scripts
make -C /OpenROAD-flow-scripts/flow DESIGN_CONFIG=/design/flow/config.mk WORK_HOME=/design/flow/orfs finish
==> flow/config.mk <==
export PLATFORM = sky130hd
export DESIGN_NAME = address_incrementer
export DESIGN_NICKNAME = address_incrementer
export VERILOG_FILES = /design/flow/design.v
export SDC_FILE = /design/flow/constraint.sdc
export NUM_CORES = 4
export LEC_CHECK = 1
export CORE_UTILIZATION = 40
==> flow/constraint.sdc <==
current_design address_incrementer

set clk_period 8.4
set clk_io_pct 0.2

create_clock -name clk0 -period $clk_period [get_ports {clk}]

set non_clock_inputs [all_inputs -no_clocks]
set_input_delay [expr $clk_period * $clk_io_pct] -clock clk0 $non_clock_inputs
set_output_delay [expr $clk_period * $clk_io_pct] -clock clk0 [all_outputs]
==> impl_metrics.json <==
{
  "slew_violations": 0,
  "ys_cells": 986,
  "edf_count": 139,
  "ff_type": "edfxtp_1",
  "r2r_end": "transfer_parameters_address[12]$_DFFE_PP_",
  "area_leaders": "edfxtp_1 44%, ha_1 9.3%, nand2_1 6.1%",
  "holdPathEnd": "increment_seq[0]$_DFF_P_",
  "finalSetupViolations": 0,
  "adder_share_pct": 10.7,
  "tightest_slew_ps": 887,
  "wl_met3_um": 1430,
  "r2r_cells": 13,
  "synth_cell_types": 64,
  "track_usage_pct": 23.9,
  "status": "finished clean",
  "rrSetupSlack_ps": 4810,
  "combPwrFrac_pct": 27.5,
  "cts_hold_buffers": 0,
  "drive_above_1_share_pct": 4.65,
  "core_mm2": 0.0235,
  "area_delta_synth_final_pct": 34.6,
  "max_cap_violations": 0,
  "netlist_area_mm2": 0.00958,
  "place.gp.congestion": 0.883,
  "synthCells": 986,
  "wl_met2_um": 12300,
  "utilization_pct": 54.9,
  "p_leak_nw": 5.23,
  "hpwlAfterDp_um": 20900,
  "wire_per_inst_um": 17.7,
  "p_clk_share_pct": 32.8,
  "finalCriticalPeriod_ps": 3690,
  "intPower_mw": 1.65,
  "ant_nets": 0,
  "vias": 7990,
  "yosysTopAreaCell": "edfxtp_1",
  "ys_sh_simple_pct": 14.9,
  "cts_setup_buffers": 0,
  "p_per_area_mw_per_mm2": 180,
  "cts_buffer_depth": 2,
  "worstSetupEndpointType": "register",
  "async_flop_share_pct": 0,
  "grt-ovfl-total": 0,
  "top_layer": "met4",
  "die_w_um": 157,
  "ys_seq_share_pct": 44.6,
  "wl_met1_um": 13200,
  "placed_cell_area_mm2": 0.0123,
  "synthMuxAreaShare_pct": 0.105,
  "stdcell_area_mm2": 0.0129,
  "ys_sh_xor_pct": 7.41,
  "ys_ff": 144,
  "first_iter_violations": 485,
  "ioPinCount": 243,
  "path_class": "primary input to register",
  "ys_area_mm2": 0.00958,
  "aoi_share_pct": 18.2,
  "rsz0062_at_grt": "no",
  "hold_path_depth": 2,
  "cts_root_buffer": "clkbuf_16",
  "viasPerCell": 5.16,
  "min_from": "increment_seq[0]$_DFF_P_",
  "p_sw_mw": 0.670,
  "die_h_um": 157,
  "clkSinkCount": 144,
  "row_count": 56,
  "drcViolationCount": 0,
  "grt_max_degree": 159,
  "swShare_pct": 28.9,
  "ir_drop_uv": 113,
  "holdCritPathClass": "register to register",
  "dp.cells": 1514,
  "htree_levels": 4,
  "critPathMaxFanout": 158,
  "first_pass_iters": 7,
  "top_logic_kind": "AND-OR/OR-AND gates",
  "hold_viol_final": 0,
  "crit_required_ps": 8550,
  "cts_resized": 0,
  "dieArea_mm2": 0.0246,
  "io_buffers": 242,
  "cts_buffers": 17,
  "setup_tns_ps": 0,
  "ys_warn_count": 1,
  "min_period_over_period_pct": 43.9,
  "max_freq_ghz": 0.271,
  "arrival_ps": 3840,
  "cts_tree": "done",
  "synth.top_cell.area_share_pct": 43.6,
  "fp_util_pct": 40.8,
  "grt_pass1_wl_um": 42200,
  "startpoint_type": "primary input",
  "wirelength_um": 27400,
  "clock_latency_ps": 430,
  "grt_pass1_vias": 7804,
  "antenna_found_initial": 1,
  "r2r_start": "carry$_DFFE_PP_",
  "seqPwrFrac_pct": 39.7,
  "cts.clk_slew.worst_paths_ps": 60,
  "syn-mean-instance-area_um2": 9.71,
  "max_slew_margin_pct": 40.8,
  "warning_count": 27,
  "finalPower_mw": 2.32,
  "instances_no_fill": 1547,
  "skew_ps": 13.5
}
==> flip-flops by register name (all words and copies together), names as in the netlist <==
name and cells:
transfer_parameters_size_r 36, increment_seq 5, transfer_parameters_valid 1, carry 1
transfer_parameters_length 36, transfer_parameters_address 64, transfer_parameters_complete 1
==> how the worst max path moves through the flow <==
stage,end,from,slack (ps)
CTS,transfer_parameters_address[30]$_DFFE_PP_,initialize,4720
global route,transfer_parameters_address[30]$_DFFE_PP_,initialize,4520
finish,transfer_parameters_length[30]$_DFFE_PP_,rst,4710
==> worst max-delay path, stage by stage <==
cell and delay [ps]:
clkdlybuf4s50_1 590, or2_4 440, buf_12 470, nor3_1 100, a221oi_1 260, o211ai_1 130
==> Yosys cell counts (all sizes together) (2+ instances only) <==
library cell	count
a2111o	2
a2111oi	3
a211o	3
a211oi	6
a21o	39
a21oi	55
a31o	2
a31oi	9
a41oi	2
and2	6
and3	14
and4	3
buf	6
clkbuf	31
dfxtp	5
edfxtp	139
fa	7
ha	71
inv	63
nand2	155
nand2b	11
nand3	23
nand3b	2
nand4	16
nor2	36
nor2b	12
nor3	13
nor4	2
o2111ai	3
o211ai	6
o21a	8
o21ai	114
o21bai	6
o31ai	6
o41ai	3
or2	2
or3	9
xnor2	37
xor2	44
==> per-layer routing <==
layer	vias up	global-route usage, %
met2	216	35.6
met1	3710	38.7
met3	23	4.40
met5	-	0
li1	4041	-
met4	0	4.11
==> final cells by class <==
cell class / count / area, um2
multi-input combinational: 742 / 4930
clock inverter: 15 / 158
sequential: 144 / 4270
clock buffer: 17 / 425
tap: 319 / 399
timing repair buffer: 246 / 2460
antenna: 1 / 2.50
fill: 2082 / 10600
inverter: 63 / 236
==> per-stage QoR <==
stage | worst slack [ps] | hold WS (ps)
floorplan | 3680 | 469
global placement | 4350 | 499
detailed placement | 4260 | 509
CTS | 4720 | 521
global route | 4520 | 558
finish | 4710 | 518
==> power groups by stage <==
| stage | logic, mW | registers, mW | clock network, mW |
|---|---|---|---|
| 4_1_cts | 0.640 | 0.920 | 0.781 |
| 5_1_grt | 0.712 | 0.928 | 0.806 |
| 6_report | 0.637 | 0.920 | 0.761 |
==> cell families after synthesis <==
family,count (synthesis)
AND-OR/OR-AND,275
AND/OR/NAND/NOR,307
XOR/XNOR,81
flip-flops,144
multiplexers,1
buffers and inverters,100
adder cells (fa/ha/maj),78
==> placed cells by master, fill, tap and decap left out, types with 4 or more instances in the layout <==
master	netlist	final
edfxtp_1	139	139
clkdlybuf4s50_1	0	242
or3_1	9	8
o21bai_1	6	6
xnor2_1	37	37
inv_6	0	5
ha_1	71	71
fa_1	7	7
a211oi_1	6	6
nand2b_1	10	10
nand4_1	16	16
nor2_1	36	34
o21a_1	8	8
inv_1	63	63
nor3_1	13	13
a21oi_1	52	52
nand2_1	155	155
o211ai_1	5	5
xor2_1	44	44
o21ai_1	4	4
a21o_1	36	36
nand3_1	23	23
clkbuf_16	0	17
and3_1	14	14
o21ai_0	109	109
a31oi_1	9	9
and2_1	6	6
o31ai_1	6	6
dfxtp_1	5	5
nor2b_1	11	11
No activity file was given, so power comes from the tool's default toggle rates.
